===== design/flow/run.sh =====
#!/bin/bash
# OpenROAD 26Q1-2900-gdf79404cd8, Yosys 0.63+post, stock flow scripts
make -C /OpenROAD-flow-scripts/flow DESIGN_CONFIG=/design/flow/config.mk WORK_HOME=/design/flow/orfs finish

===== design/flow/config.mk =====
export PLATFORM = sky130hd
export DESIGN_NAME = state_machine
export DESIGN_NICKNAME = state_machine
export VERILOG_FILES = /design/flow/design.v
export SDC_FILE = /design/flow/constraint.sdc
export NUM_CORES = 4
export LEC_CHECK = 1
export CORE_UTILIZATION = 30

===== design/flow/constraint.sdc =====
current_design state_machine

set clk_period 5.9
set clk_io_pct 0.2

create_clock -name clk0 -period $clk_period [get_ports {clk}]

set non_clock_inputs [all_inputs -no_clocks]
set_input_delay [expr $clk_period * $clk_io_pct] -clock clk0 $non_clock_inputs
set_output_delay [expr $clk_period * $clk_io_pct] -clock clk0 [all_outputs]

===== design/flow/design.v =====
module state_machine (
  input wire clk,         
  input wire speed_u,   
  input wire speed_d,   
  input wire btn_p,   
  output reg [1:0] state,
  output [7:0] addr_w
);
parameter STATE_LOW = 2'b00;
parameter STATE_NORMAL = 2'b01;
parameter STATE_HIGH = 2'b10;
parameter PAUSED = 2'b11;
parameter SEC = 10000000;
parameter LOW_FREQ = SEC * 4 - 1;
parameter NORMAL_FREQ = SEC -1;
parameter HIGH_FREQ = SEC / 4 - 1;
reg [1:0] current_state = STATE_NORMAL;
reg [1:0] last_state = STATE_NORMAL;
always @(posedge clk) begin
  case (state)
    STATE_NORMAL: begin
      if (speed_u) current_state <= STATE_HIGH;
      else if (speed_d) current_state <= STATE_LOW;
      else if (btn_p) current_state <= PAUSED;
    end
    STATE_LOW: begin
      if (speed_u) current_state <= STATE_NORMAL;
      else if (btn_p) current_state <= PAUSED;
      else  current_state<=STATE_LOW;
    end
    STATE_HIGH: begin
      if (speed_d) current_state <= STATE_NORMAL;
      else if (btn_p) current_state <= PAUSED;
      else current_state <= STATE_HIGH;
    end
    PAUSED: begin
        if (btn_p) current_state <= last_state;
        else    current_state <=PAUSED;
    end
  endcase
end
always @(posedge clk) begin
  state <= current_state;
end
always @(posedge clk) begin
    if(state != PAUSED & current_state == PAUSED)    
        last_state <= state;
    else
        last_state <=last_state;
end
reg [ 29:0 ]cnt =0;
reg [7:0] addr =0;
assign addr_w = addr;
always @(posedge clk) begin
    case(state)
    STATE_LOW :      
        if( cnt >=LOW_FREQ) begin
            cnt <=0;
            addr <= addr + 1;
        end
        else begin
            cnt <=cnt + 1;
            addr <= addr;
        end
    STATE_NORMAL :   
        if( cnt >=NORMAL_FREQ) begin
            cnt <=0;
            addr <= addr + 1;
        end
        else begin
            cnt <=cnt + 1;
            addr <= addr;
        end
    STATE_HIGH :     
        if( cnt >=HIGH_FREQ) begin
            cnt <=0;
            addr <= addr + 1;
        end
        else begin
            cnt <=cnt + 1;
            addr <= addr;
        end
    default :   begin
            cnt <= 0;  
            addr <= addr;
        end
    endcase
end
endmodule

==> flow_metrics.py <==
# Synthesis and PnR figures
metrics = {
    "clock_network": {
        "htreeDepth": 2,
        "cts_resized": 0,
        "cts_tree": "done",
        "post_cts_buffers": 0,
        "cts-root-buf": "clkbuf_8",
        "clk_latency_ps": 290,
        "ctsHoldBuffers": 0,
        "cts_buffers": 5,
        "clockBufferDepth": 2,
        "clkTransAtPathRegs_ps": 80,
        "cts_sinks": 44,
    },
    "synth": {
        "async_flop_share_pct": 0,
        "syn-instance-count": 236,
        "synth_top_area_share_pct": 26.4,
        "synth_cell_types": 46,
        "edf_count": 12,
        "ys_chip_area_um2": 2430,
        "synth_area_um2": 2430,
        "yosys_most_used_dff": "dfxtp_1",
        "ys_ff": 44,
        "avgSynthCellArea_um2": 10.3,
        "top_area_cell": "dfxtp_1",
        "yosys_warnings": 1,
        "ys_seq_share_pct": 41.2,
        "ys_cells": 236,
        "top_cells_by_area": "dfxtp_1 26%, edfxtp_1 15%, a211oi_2 6.2%, xor2_1 5.8%, xnor2_1 5.0%",
    },
    "routing": {
        "wl_per_cell_um": 12.5,
        "vias": 1737,
        "wl_um": 4360,
        "antenna_left": 0,
        "drt-initial-drc-count": 68,
        "remaining_drc_errors": 0,
        "antenna_cells": 0,
        "dr.pass1.iters": 4,
        "routed_via_density": 4.98,
    },
    "grt": {
        "track_usage_pct": 11.7,
        "grt_max_degree": 28,
        "antenna_found_initial": 0,
        "grt_pass1_wl_um": 8030,
        "grt_pass1_vias": 1705,
        "grt-ovfl-total": 0,
    },
    "power_and_ir_drop": {
        "p_leak_nw": 0.904,
        "powerDensity_nw_per_um2": 328,
        "peakVddDrop_mv": 0.138,
        "p_total_mw": 0.896,
    },
    "final_timing": {
        "period_needed_ps": 2430,
        "holdWs_ps": 400,
        "fmax_mhz": 411,
        "drv_slew": 0,
        "rsz0062_at_grt": "false",
        "fin_crit_sh_pct": 41.2,
        "setup_violations": 0,
        "setup_ws_ps": 3470,
        "fin_skew_ps": 4.41,
        "tns_ps": 0,
        "hold_violations": 0,
    },
    "critical_path": {
        "slowest_delay_ps": 450,
        "arrival_ps": 2400,
        "worstPathRequired_ps": 5860,
        "cpMaxStageDelayCell": "and3b_1",
        "path_class": "reg2reg",
        "cp-end-kind": "register",
        "cp_max_fo": 27,
        "cp_cell_sequence": "ha_1, nand4_1, a211oi_1, o31ai_1, a32oi_2, buf_4, and3b_1",
        "cp-start-kind": "register",
    },
    "die": {
        "die-width_um": 92.0,
        "chipArea_um2": 8470,
        "fp-row-count": 32,
        "coreArea_um2": 7770,
        "core_util_floorplan_pct": 31.3,
        "boundaryPins": 14,
        "die-height_um": 92.0,
    },
    "placed_design": {
        "place_area_um2": 2620,
        "dp_cells": 341,
        "dp_hpwl_um": 2940,
        "numPortBuffers": 13,
        "place.gp.congestion": 0.898,
        "dp_slack_ps": 3370,
    },
    "flow_run": {
        "tool_warnings": 30,
        "cap_violations": 0,
    },
    "finish": {
        "postLayoutCoreUtil_pct": 35.2,
        "instances_no_fill": 349,
        "design_area_um2": 2740,
        "area_growth_pct": 12.5,
        "drive_gt1_share_pct": 13.0,
        "fillers": 771,
    },
    "status": {
        "status": "finished clean",
    },
    "worst_hold_path": {
        "min_path_type": "reg2reg",
    },
}
final cells by class:
class | instances | area (um2) | area share (%)
Multi-Input combinational cell | 172 | 1320 | 48.1
Sequential cell | 44 | 1000 | 36.6
Timing Repair Buffer | 16 | 153 | 5.58
Tap cell | 102 | 128 | 4.67
Clock buffer | 5 | 68.8 | 2.52
Clock inverter | 3 | 42.5 | 1.56
Inverter | 7 | 26.3 | 0.961
registers in the layout (all words and copies together) (netlist names):
register	cells
current_state	2
last_state	2
state	2
cnt	30
addr	8
layout by cell type (no fill, tap or decap), types with 2 or more instances in the layout:
cell             count
ha_1                 7
nand2_1             16
conb_1               4
and3_1               4
clkbuf_8             5
a211oi_2            12
nand4_1              7
nor4_2               2
a211oi_1            15
dfxtp_1             32
nand3_1             15
o31ai_1              2
and4_1               3
a21oi_1              8
buf_4                3
edfxtp_1            12
nand2b_1             3
clkdlybuf4s50_1     13
inv_1                7
o21ai_0              4
nor3_1               7
xnor2_1             14
nor4_1               2
xor2_1              16
nor2_1               9
nor4_4               3
routing by layer:
layer  GRT usage (%)  up-vias  wire length [um]
met2            17.4       33              1860
met3            2.53        6               179
met4            1.69        0                65
met5               0        -                 0
li1                -      887                 -
met1            18.3      811              2260
path summary, 6_finish.rpt:
path	start	end	slack (ps)	cells after the start
min reg2reg	current_state[1]$_DFFE_PP_	state[1]$_DFF_P_	400	0
max	cnt[0]$_DFF_P_	addr[7]$_DFFE_PP_	3470	7
max reg2reg	cnt[0]$_DFF_P_	addr[7]$_DFFE_PP_	3470	7
min	current_state[1]$_DFFE_PP_	state[1]$_DFF_P_	400	0
power breakdown:
group          internal, mW  total (mW)  switching (mW)
combinational         0.122       0.227           0.106
clock                 0.125       0.228           0.102
sequential            0.390       0.441          0.0511
worst max-delay path: cells and delay by family (launching register included):
| family | cells | cell delay (ps) |
|---|---|---|
| buffers and inverters | 1 | 350 |
| adders and majority gates | 1 | 260 |
| and+or+nand+nor | 2 | 570 |
| AOI/OAI and AO/OA | 3 | 550 |
| DFF | 1 | 370 |
cells in the mapped netlist (all sizes together) (5+ instances only):
master  count
dfxtp      32
a211oi     27
nand2      16
xor2       16
nand3      15
xnor2      14
buf        12
edfxtp     12
nor2       10
a21oi       8
nand4       8
ha          7
inv         7
nor3        7
nor4        7
o21ai       5
cells by family after synthesis:
| group | after synthesis | synth area share, % |
|---|---|---|
| other cells | 1 | 0.154 |
| compound gates | 50 | 18.2 |
| xor+xnor | 30 | 10.8 |
| buf+inv | 23 | 5.15 |
| fa+ha+maj | 7 | 3.60 |
| mux | 1 | 0.463 |
| flops | 44 | 41.2 |
| simple gates | 80 | 20.5 |
Power is estimated from default activity; no workload was simulated.
