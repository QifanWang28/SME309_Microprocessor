--- /design/flow/design.v ---
module State_compare
(
    input [31:0] Instr,
    input [31:0] RS1,
    input [31:0] RS2,
    output Condex
);
    wire [6:0] opcode = Instr[6:0];
    wire funct3 = Instr[14:12];
    wire whether_B = (opcode != 7'b1100011) ? 1'b1: 1'b0;
    reg cond;
    always @(*) begin
        if(funct3 == 3'd0)  begin
            cond = (RS1==RS2);
        end
        if(funct3 == 3'd1)  begin
            cond = (RS1!=RS2);
        end
        if(funct3 == 3'd4)  begin
            cond = (RS1 < RS2);
        end
        if(funct3 == 3'd5)  begin
            cond = (RS1 >= RS2);
        end
        if(funct3 == 3'd6)  begin
            cond = (RS1 < RS2);
        end
        if(funct3 == 3'd7)  begin
            cond = (RS1 >= RS2);
        end
    end
    assign Condex = whether_B | cond;
endmodule
--- /design/flow/run.sh ---
#!/bin/bash
# OpenROAD 26Q1-2900-gdf79404cd8, Yosys 0.63+post, stock flow scripts
make -C /OpenROAD-flow-scripts/flow DESIGN_CONFIG=/design/flow/config.mk WORK_HOME=/design/flow/orfs finish
--- /design/flow/config.mk ---
export PLATFORM = sky130hd
export DESIGN_NAME = State_compare
export DESIGN_NICKNAME = State_compare
export VERILOG_FILES = /design/flow/design.v
export SDC_FILE = /design/flow/constraint.sdc
export NUM_CORES = 4
export LEC_CHECK = 1
export CORE_AREA = 10 10 70 70
export DIE_AREA = 0 0 80 80
--- /design/flow/constraint.sdc ---
current_design State_compare

set clk_period 4.0
set clk_io_pct 0.2

create_clock -name clk0 -period $clk_period

set non_clock_inputs [all_inputs -no_clocks]
set_input_delay [expr $clk_period * $clk_io_pct] -clock clk0 $non_clock_inputs
set_output_delay [expr $clk_period * $clk_io_pct] -clock clk0 [all_outputs]
==> impl_metrics.toml <==
# synthesis and place-and-route metrics
[run_status]
status = "completed"

[placed_design]
dp_hpwl_um = 2050
dp_cells = 168
port_buffers = 73
place.gp.congestion = 0.786

[detailed_routing]
postRouteWirelength_um = 2060
first_pass_iters = 2
vias_per_cell = 3.50
vias = 588
postRouteAntennaNets = 0
wl_per_cell_um = 12.3
drc = 0
drtIter0Drc = 3
diodes = 0

[run]
tool_warnings = 56
max_cap_viol_count = 0

[yosys]
synth_area_um2 = 377
yosysUniqueCellTypes = 9
synth.top_cell.area_share_pct = 74.4
top_area_cell = "xor2_1"
yosys_warnings = 1
yosys-stat-area_um2 = 377
ys_cells = 49
netlist_instances = 49
top_cell = "xor2_1"
synth_area_per_cell_um2 = 7.69
yosys.stat.seqShare_pct = 0
area_leaders = "xor2_1, nor4_1, nand4_1"
yosys-top-cells-count = "xor2_1, nor4_1, nand3_1, nand4_1"

[timing]
period_used_pct = 91.1
hold_viol = 0
tightest_slew_ps = 383
slew_viol_final = 0
fin_hold_ws_ps = 2570
min_period_ps = 3640
max_slew_margin_pct = 74.2
final.setup.tns_ps = 0
setup_viol = 0
fmax_mhz = 274
rsz0062_at_grt = "false"

[final_layout]
nClkBuffers = 0
flop_area_um2 = 0
synthToLayoutAreaGrowth_pct = 209
logic_area_um2 = 377
layout.cells.non_filler = 168
ff_count = 0
n_fill_cell = 365
drive_above_1_share_pct = 0

[grt]
grt_pass1_wl_um = 3190
grt_max_degree = 3
track_usage_pct = 5.98
grt_antenna_before_repair = 0
overflow = 0
grt_pass1_vias = 692

[floorplanning]
die-area_um2 = 6400
die_w_um = 80
num_rows = 21
pin_count = 97
coreArea_um2 = 3420
initial_core_util_pct = 11.0
die_y_um = 80

[setup_path]
critPathLaunchType = "primary input"
endpoint = "Condex"
cp_max_fo = 2
crit_start = "RS2[23]"
endpoint_kind = "output pin"
path_class = "primary input to output pin"
critPathRequiredTime_ps = 3200
cp.arrival_ps = 2840

[pwr]
powerDensity_nw_per_um2 = 87.0
p_leak_nw = 0.434
irDropWorstVdd_v = 0.0000207

[clock_network]
holdBufCountCts = 0
ctsResizeCount = 0
post_cts_buffers = 0

[worst_hold_path]
whs_path_depth = 4
hold_class = "primary input to output pin"
==> worst min path at each step <==
stage | startpoint | slack (ps) | endpoint
after CTS | Instr[12] | 2580 | Condex
after global routing | Instr[12] | 2660 | Condex
final | Instr[12] | 2570 | Condex
==> logic make-up (layout without fill, tap and decap cells) <==
| kind of cell | count (synthesis) | in the layout | share of synthesized area (%) |
|---|---|---|---|
| AND-OR/OR-AND | 1 | 1 | 1.33 |
| XOR/XNOR | 32 | 32 | 74.4 |
| AND/OR/NAND/NOR | 16 | 16 | 24.3 |
| buffers and inverters | 0 | 73 | 0 |
==> final cells by class <==
type / count / area share [%]
repair buffers: 73 / 62.7
well taps: 46 / 4.94
multi-input cells: 49 / 32.3
==> routing by layer <==
| metal | track usage (%) | part of all wire, % |
|---|---|---|
| met5 | 0 | 0 |
| met4 | 0 | 0 |
| met3 | 2.16 | 10 |
| met2 | 9.87 | 49 |
| met1 | 7.71 | 40 |
==> report_power, final <==
part           total [mW]  switching [mW]  internal (mW)
Clock                   0               0              0
Combinational       0.101          0.0251         0.0762
Sequential              0               0              0
Total               0.101          0.0251         0.0762
==> through the flow <==
stage / worst slack [ps] / power [mW] / cell area, µm² / utilization, %
after CTS: 320 / 0.103 / 1160 / 34.1
after global placement: 343 / 0.101 / 1160 / 34.1
final: 356 / 0.101 / 1160 / 34.1
after detailed placement: 320 / 0.103 / 1160 / 34.1
after global routing: 203 / 0.111 / 1160 / 34.1
after floorplan: 1480 / 0.0235 / 377 / -
==> placed cells by master, fill, tap and decap left out, drive strengths merged <==
master         instances
or3                    1
nor3                   1
xor2                  32
nand2                  1
clkdlybuf4s50         73
o21ai                  1
nand3                  2
nand4                  2
nor2                   1
nor4                   8
==> critical path, stage by stage <==
cell and delay (ps):
clkdlybuf4s50_1 420, xor2_1 170, nor4_1 400, nand4_1 180, or3_1 330, nand3_1 90
clkdlybuf4s50_1 460
Power figures rest on the tool's default switching activity, not on a simulated workload.
