## /design/flow/config.mk

```make
export PLATFORM = sky130hd
export DESIGN_NAME = keys
export DESIGN_NICKNAME = keys
export VERILOG_FILES = /design/flow/design.v
export SDC_FILE = /design/flow/constraint.sdc
export NUM_CORES = 4
export LEC_CHECK = 1
export CORE_AREA = 10 10 112 112
export DIE_AREA = 0 0 122 122
```

## /design/flow/constraint.sdc

```tcl
current_design keys

set clk_period 4.0
set clk_io_pct 0.2

create_clock -name clk0 -period $clk_period [get_ports {clk}]

set non_clock_inputs [all_inputs -no_clocks]
set_input_delay [expr $clk_period * $clk_io_pct] -clock clk0 $non_clock_inputs
set_output_delay [expr $clk_period * $clk_io_pct] -clock clk0 [all_outputs]
```

## /design/flow/design.v

```verilog
module keys
#(
    parameter CLK_FREQ = 100_000_000  
)
(
    input wire clk,  
    input wire pause,
    input wire spdup,
    input wire spddn,
    output reg pause_status,
    output reg spddn_status,
    output reg spdup_status
);
    localparam KEY_CLK_MAX = CLK_FREQ * 20 / 1000 - 1;  
    reg [31:0] key_clk_cnt = 32'b0;
    reg pause_prev = 1'b1;
    reg spddn_prev = 1'b1;
    reg spdup_prev = 1'b1;
    initial begin
        pause_status = 1'b1;
        spddn_status = 1'b1;
        spdup_status = 1'b1;
    end
    wire pause_change_now;
    assign pause_change_now = pause ^ pause_prev;
    wire spddn_change_now;
    assign spddn_change_now = spddn ^ spddn_prev;
    wire spdup_change_now;
    assign spdup_change_now = spdup ^ spdup_prev;
    wire pause_change_stably;
    assign pause_change_stably = (key_clk_cnt == KEY_CLK_MAX) && (pause_status ^pause_prev) > 0;
    wire spddn_change_stably;
    assign spddn_change_stably = (key_clk_cnt == KEY_CLK_MAX) && (spddn_status ^spddn_prev) > 0;
    wire spdup_change_stably;
    assign spdup_change_stably = (key_clk_cnt == KEY_CLK_MAX) && (spdup_status ^spdup_prev) > 0;
    always @(posedge clk) begin
        if (pause_change_now > 0) begin
            pause_prev <= pause;
            key_clk_cnt <= 32'b0;
        end
        else if (spddn_change_now > 0) begin
            key_clk_cnt <= 32'b0;
        end
        else if (spdup_change_now > 0) begin
            spdup_prev <= spdup;
            key_clk_cnt <= 32'b0;
        end
        else begin
            pause_prev <= pause_prev;
            spddn_prev <= spddn_prev;
            spdup_prev <= spdup_prev;
        if (key_clk_cnt == KEY_CLK_MAX) begin
            key_clk_cnt <= 32'b0;
        end
        else begin
            key_clk_cnt <= key_clk_cnt + 32'b1;
        end
        end
    end
    always @(posedge clk) begin
        if (pause_change_stably > 0) begin
            pause_status <= pause_prev;
        end
        else begin
            pause_status <= pause_status;
        end
        if (spddn_change_stably > 0) begin
            spddn_status <= spddn_prev;
        end
        else begin
            spddn_status <= spddn_status;
        end
        if (spdup_change_stably > 0) begin
            spdup_status <= spdup_prev;
        end
        else begin
            spdup_status <= spdup_status;
        end
    end
endmodule
```

## /design/flow/run.sh

```bash
#!/bin/bash
# OpenROAD 26Q1-2900-gdf79404cd8, Yosys 0.63+post, stock flow scripts
make -C /OpenROAD-flow-scripts/flow DESIGN_CONFIG=/design/flow/config.mk WORK_HOME=/design/flow/orfs finish
```

==> results.sh <==
# flow metrics
export IMPL_ios=7
export IMPL_ys_top_cells_by_area="dfxtp_1 36%, xnor2_1 8.3%, nor2_1 7.1%, edfxtp_1 6.7%, nand2_1 4.0%"
export IMPL_die_w_um=122
export IMPL_cts_resized=0
export IMPL_fill_cells=1108
export IMPL_ys_flops=36
export IMPL_aoi_share_pct=8.06
export IMPL_cts_root_buf="clkbuf_8"
export IMPL_initial_utilization_pct=17.5
export IMPL_yosysWarnings=1
export IMPL_ys_cells=208
export IMPL_dp_hpwl_mm=2.58
export IMPL_adder_share_pct=0.701
export IMPL_crit_arrival_ns=2.60
export IMPL_edf_count=4
export IMPL_cts_buffers=5
export IMPL_grt_max_degree=20
export IMPL_cp_end_kind="register"
export IMPL_wl_per_cell_um=10.9
export IMPL_first_iter_violations=64
export IMPL_xor_area_share_pct=11.8
export IMPL_clk_path_buf_depth=2
export IMPL_sw_frac_of_total_pct=24.1
export IMPL_max_stage_delay_ns=0.43
export IMPL_htreeDepth=2
export IMPL_portBuffers=5
export IMPL_dr_wl_met3_um=187
export IMPL_final_setup_worst_slack_ns=1.62
export IMPL_met1_length_mm=1.95
export IMPL_yosys_top_cells_count="34 x nor2_1, 32 x dfxtp_1, 19 x nand2_1"
export IMPL_ant_nets=0
export IMPL_wl_met2_mm=1.61
export IMPL_p_clk_share_pct=40.2
export IMPL_grt_pass1_vias=1394
export IMPL_synth_area_um2=1790
export IMPL_die_area_um2=14900
export IMPL_hold_buffers=0
export IMPL_setup_tns_ns=0
export IMPL_clk_latency_ns=0.29
export IMPL_drv_cap=0
export IMPL_warning_count=25
export IMPL_worst_setup_path_type="in2reg"
export IMPL_drc=0
export IMPL_pre_cts_slack_ns=1.33
export IMPL_cts_tree="built"
export IMPL_synth_most_common_cell="nor2_1"
export IMPL_areaGrowthSynthToFinish_pct=14.7
export IMPL_grt_usage_pct=5.27
export IMPL_ys_types=38
export IMPL_diodes=0
export IMPL_post_cts_buffers=0
export IMPL_layout_drive_gt1_share_pct=5.66
export IMPL_finClkSkew_ns=0.00728
export IMPL_setup_viol=0
export IMPL_ys_async_sr_fraction_pct=0
export IMPL_hp_class="reg2reg"
export IMPL_worstPathCellList="clkdlybuf4s50_1 > xnor2_1 > nand3_1 > nor2_1 > or4b_1 > o21ai_0"
export IMPL_gp_congestion=0.849
export IMPL_cts_sinks=36
export IMPL_power_frac_comb_pct=3.5
export IMPL_critPathLaunchType="primary input"
export IMPL_die_h_um=122
export IMPL_dr_pass1_iters=4
export IMPL_cp_slowest_cell="clkdlybuf4s50_1"
export IMPL_grt_pass1_wl_mm=6.67
export IMPL_fin_crit_ns=2.38
export IMPL_required_ns=4.23
export IMPL_status="finished clean"
export IMPL_ir_worst_vdd_v=0.000156
export IMPL_yosys_stat_seqShare_pct=42.6
export IMPL_rows=37
export IMPL_power_frac_seq_pct=56.3
export IMPL_ys_sh_mux_pct=0
export IMPL_finalNonFillerCells=348
export IMPL_finalCritPeriodShare_pct=59.4
export IMPL_top_layer="met4"
export IMPL_slew_headroom_pct=64.0
export IMPL_fmax_mhz=421
export IMPL_core_area_um2=10200
export IMPL_rsz0062_at_grt="false"
export IMPL_grt_antenna_before_repair=0
export IMPL_drt_wl_total_mm=3.78
export IMPL_power_leakage_uw=0.000562
export IMPL_synth_area_leader_cell="dfxtp_1"
export IMPL_crit_fanout=12
export IMPL_ys_sh_simple_pct=33.2
export IMPL_yosysChipArea_um2=1790
export IMPL_logic_family="simple AND/OR/NAND/NOR gates"
export IMPL_worstMarginPinSlew_ns=0.538
export IMPL_yosysTopAreaCellShare_pct=35.9
export IMPL_power_switching_uw=158
export IMPL_synthFlopType="dfxtp_1"
export IMPL_p_per_area_nw_per_um2=321
export IMPL_synth_avg_cell_area_um2=8.58
export IMPL_drv_slew=0
export IMPL_hold_viol=0
export IMPL_syn_inst=208
export IMPL_gr_total_overflow=0
export IMPL_power_uw=657
export IMPL_p_int_uw=499
export IMPL_via_per_inst=4.16
export IMPL_vias=1448
export IMPL_dpl_cell_count=340
export IMPL_clk_pin_slew_worst_paths_ns=0.08
-- final timing paths --
path,endpoint,start,slack [ns],depth (start not counted)
setup reg to reg,key_clk_cnt[26],key_clk_cnt[26],1.88,5
hold / removal,key_clk_cnt[0],key_clk_cnt[0],0.44,1
setup / recovery,key_clk_cnt[28],pause,1.62,6
hold reg to reg,key_clk_cnt[0],key_clk_cnt[0],0.44,1
-- worst max-delay path: cells and delay by family --
kind / cells / cell delay (ns)
AND-OR/OR-AND: 1 / 0.08
XOR/XNOR: 1 / 0.27
buffers and inverters: 1 / 0.43
AND/OR/NAND/NOR: 3 / 1.01
-- registers in the layout (all words and copies together) (netlist names) --
| name | count |
|---|---|
| key_clk_cnt | 32 |
| pause_prev | 1 |
| pause_status | 1 |
| spdup_prev | 1 |
| spdup_status | 1 |
-- metal layers --
metal | vias up | global-route usage (%)
met2 | 19 | 7.60
met4 | 0 | 0.745
li1 | 741 | -
met3 | 5 | 1.50
met1 | 683 | 7.80
met5 | - | 0
-- power groups by stage --
stage / registers (µW) / logic (µW) / clock network, µW
after CTS: 370 / 23.3 / 273
after global routing: 370 / 26.3 / 291
final: 370 / 22.8 / 264
-- stage by stage --
stage / cell area (µm²) / util [%] / hold slack (ns)
after detailed placement: 1960 / 19.1 / 0.433
after CTS: 2050 / 20.0 / 0.448
after global routing: 2050 / 20.0 / 0.488
final: 2050 / 20.0 / 0.445
after floorplan: 1790 / - / 0.411
after global placement: 1960 / 19.1 / 0.429
-- area by class of cell --
cell class | count | area (µm²) | area share, %
Tap cell | 136 | 170 | 8.31
Inverter | 3 | 11.3 | 0.550
Multi-Input combinational cell | 160 | 963 | 47.0
Clock inverter | 3 | 23.8 | 1.16
Sequential cell | 36 | 761 | 37.1
Timing Repair Buffer | 5 | 50.0 | 2.44
Clock buffer | 5 | 68.8 | 3.36
-- cells by family (layout without fill, tap and decap cells) --
logic type	after synthesis	after routing
and+or+nand+nor	113	113
DFF	36	36
xor gates and xnor gates	24	24
AOI/OAI and AO/OA	21	21
buffers and inverters	12	16
adders and majority gates	1	1
other	1	1
-- placed cells by master, fill, tap and decap left out, types with 3 or more instances in the layout --
cell type / Yosys / layout
a21oi_1: 7 / 7
and3_1: 6 / 6
and4_1: 6 / 6
clkbuf_8: 0 / 5
clkdlybuf4s50_1: 0 / 5
dfxtp_1: 32 / 32
edfxtp_1: 4 / 4
inv_1: 3 / 3
nand2_1: 19 / 19
nand3_1: 13 / 13
nand4_1: 6 / 6
nor2_1: 34 / 34
nor3_1: 8 / 8
nor4_1: 7 / 7
o21ai_0: 6 / 6
o2bb2ai_1: 3 / 3
xnor2_1: 17 / 17
xor2_1: 7 / 7
Power figures rest on the tool's default switching activity, not on a simulated workload.
