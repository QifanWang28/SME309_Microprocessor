==> /design/flow/design.v <==
module Key_check
(	
	input Clk_50mhz,
	input btn_pause,
	input btn_up,
	input btn_down,
	output reg Key_pause= 1'd0,
	output reg Key_up= 1'd0,
	output reg Key_down= 1'd0
);
	reg [31:0] cnt1= 32'd0;
	reg Key_pause2= 1'd0;
	reg Key_up2= 1'd0;
	reg Key_down2= 1'd0;
	always @ (posedge Clk_50mhz)
	begin
        if(cnt1 == 32'd5_0000)
        begin
            cnt1 <= 0;
            Key_pause2 <= btn_pause;
            Key_up2 <= btn_up;
            Key_down2 <= btn_down;
            if((Key_pause2 == 1'd1) && (btn_pause == 1'd0))
                Key_pause <= 1'd1;
            if((Key_up2 == 1'd1) && (btn_up == 1'd0))
                Key_up <= 1'd1;
            if((Key_down2 == 1'd1) && (btn_down == 1'd0))
                Key_down <= 1'd1;	
        end
        else
        begin
            cnt1 <= cnt1 + 32'd1;
            Key_pause <= 1'd0;
            Key_up <= 1'd0;
            Key_down <= 1'd0;
        end
	end				
endmodule
==> /design/flow/run.sh <==
#!/bin/bash
# OpenROAD 26Q1-2900-gdf79404cd8, Yosys 0.63+post, stock flow scripts
make -C /OpenROAD-flow-scripts/flow DESIGN_CONFIG=/design/flow/config.mk WORK_HOME=/design/flow/orfs finish
==> /design/flow/config.mk <==
export PLATFORM = sky130hd
export DESIGN_NAME = Key_check
export DESIGN_NICKNAME = Key_check
export VERILOG_FILES = /design/flow/design.v
export SDC_FILE = /design/flow/constraint.sdc
export NUM_CORES = 4
export LEC_CHECK = 1
export CORE_UTILIZATION = 30
==> /design/flow/constraint.sdc <==
current_design Key_check

set clk_period 4.1
set clk_io_pct 0.2

create_clock -name clk0 -period $clk_period [get_ports {Clk_50mhz}]

set non_clock_inputs [all_inputs -no_clocks]
set_input_delay [expr $clk_period * $clk_io_pct] -clock clk0 $non_clock_inputs
set_output_delay [expr $clk_period * $clk_io_pct] -clock clk0 [all_outputs]
==> results.ini <==
[status]
status=finished, final reports clean

[setup_path]
slowest_delay_ns=0.73
required_ns=4.29
path_max_fanout=15
arrival_ns=2.23
crit_chain=or4_4, nor4_4, and2b_2
critPathCaptureType=register
cp_slowest_cell=nor4_4
start_kind=register
critPathKind=reg -> reg

[global_route]
grt_use_total_pct=10.8
grt_pass1_vias=1100
antenna_found_initial=0
grt_max_degree=16
grt_first_pass_wirelength_mm=5.07
overflow=0

[route]
ant_nets=0
wl_per_cell_um=11.9
viasPerCell=4.80
wl_mm=2.86
num_vias=1153
antenna_cells=0
drc=0
dr.pass1.iters=4
drt_iter0_drc=60

[final_timing]
min_period_ns=2.04
hold_viol_final=0
rsz0062_at_grt=false
slew_headroom_pct=46.0
finalCritPeriodShare_pct=49.7
fmax_ghz=0.491
worst_pin_slew_ns=0.803
maxSlewViolCount=0
finalSetupTns_ns=0
finClkSkew_ns=0.00296
setup_viol=0

[clocking]
htreeDepth=2
root_buffer=clkbuf_8
clk_pin_slew_ns=0.07
cts_resized=0
post_cts_buffers=0
hold_buffers=0
cts_max_path_buffers=2
cts_tree=yes
insertion_delay_ns=0.29
cts_buffers=5
cts.sink_count=38

[yosys]
ys_seq_share_pct=47.6
syn-mean-instance-area_sq_um=10.3
ys_types=33
synthCells=162
ys_cells=162
yosysWarnings=1
numSynthFlops=38
syn_area_sq_um=1660
yosysChipArea_sq_um=1660

[floorplanning]
io-pin-count=7
die_y_um=76.5
chipWidth_um=76.5
placementRows=26
fp-utilization_pct=31.7
core_sq_um=5240
dieArea_sq_um=5840

[power]
leakage_nw=0.665
ir_worst_vdd_uv=130
pwr-share-seq_pct=60.1
switchingPower_mw=0.128
p_int_mw=0.493
power.total_mw=0.621
p_comb_share_pct=0.6
p_clk_share_pct=39.3
swShare_pct=20.6
p_per_area_nw_per_um2=335

[placed_design]
io_buffers=6
dp_hpwl_mm=1.96
globalplace.congestion=0.782

[layout]
fillerInstances=511
drive_above_1_share_pct=9.41
area_delta_synth_final_pct=11.6

[flow_run]
warnings=26
maxCapViolations=0

[worst_hold_path]
hp-class=reg -> reg

layout by cell type (no fill, tap or decap), types with 4 or more instances in the layout:
cell type,count
xnor2_1,20
clkbuf_8,5
nand3_1,10
dfxtp_1,35
and4_1,4
and3_1,10
xor2_1,9
nand4_1,15
nand2_1,8
clkdlybuf4s50_1,6
nor2_1,11
cells in the mapped netlist, drive strengths merged:
cell type  instances  area [sq um]
o21a               3          30.0
inv                2          7.51
edfxtp             3          90.1
ha                 2          25.0
nor3               2          10.0
nand4             15          93.8
xor2               9          78.8
and4               6          55.1
xnor2             20           175
nor4               4          55.1
and2b              1          8.76
o31ai              1          7.51
or4                2          18.8
nand3             11          60.1
a21oi              1          5.00
nor4b              3          26.3
or2                1          6.26
and3              11          70.1
buf                4          28.8
nand2              8          30.0
dfxtp             35           701
nor2b              3          18.8
nor2              11          41.3
clkbuf             2          7.51
and2               2          12.5
cells by family after synthesis:
group	share of synthesized area, %
compound gates	2.56
xor+xnor	15.3
fa+ha+maj	1.50
buf+inv	2.63
flops	47.6
simple gates	30.5
worst max-delay path: cells and delay by family, from the launching register on:
| family | cells | cell delay (ns) |
|---|---|---|
| flops | 1 | 0.36 |
| simple gates | 3 | 1.58 |
worst paths after layout:
path,start,end,slack [ns],depth (start not counted)
worst max register to register,cnt1[23],cnt1[1],2.06,3
worst min-delay path,cnt1[0],cnt1[0],0.46,1
worst max-delay path,cnt1[23],cnt1[1],2.06,3
worst min register to register,cnt1[0],cnt1[0],0.46,1
area by class of cell:
cell class / count / area (sq um) / share of cell area [%]
Clock buffer: 6 / 72.6 / 3.91
Multi-Input combinational cell: 116 / 828 / 44.6
Tap cell: 70 / 87.6 / 4.72
Timing Repair Buffer: 6 / 60.1 / 3.24
Clock inverter: 2 / 8.76 / 0.472
Inverter: 2 / 7.51 / 0.405
Sequential cell: 38 / 791 / 42.6
power groups by stage:
stage / logic (mW) / clock network, mW / registers (mW)
finish: 0.00373 / 0.244 / 0.373
CTS: 0.00381 / 0.249 / 0.373
global route: 0.00413 / 0.268 / 0.373
flip-flops by register name (all words and copies together) (netlist names):
name        flops
Key_up2         1
Key_pause       1
Key_pause2      1
Key_down        1
Key_up          1
cnt1           32
Key_down2       1
through the flow:
step,utilization (%),area (sq um),cells,worst slack (ns),hold slack (ns)
final,35.4,1860,240,2.06,0.458
after global routing,35.4,1860,240,1.86,0.482
after CTS,35.4,1860,240,2.01,0.465
after detailed placement,33.9,1770,232,2.03,0.448
after global placement,33.9,1770,232,2.07,0.440
after floorplan,-,1660,162,2.43,0.418
metal layers:
| layer | wire length (um) | track usage [%] | share of wire, % |
|---|---|---|---|
| met1 | 1540 | 16.8 | 54 |
| met2 | 1120 | 15.7 | 39 |
| met3 | 130 | 2.43 | 4.5 |
| met4 | 67 | 2.12 | 2.3 |
| met5 | 0 | 0 | 0 |
No activity file was given, so power comes from the tool's default toggle rates.
